==> /design/flow/design.v <==
`timescale 1ns / 1ps
module ALU #(parameter n = 16)(input [n-1:0]A,B,input AddMul,AndNot,output reg [n-1:0]AluOut);
reg [n:0]Out;
reg [n*2-1:0]Out1;
always @(A or B)begin
	case({AddMul,AndNot})
	00:begin
		Out 	<= A + B;
		AluOut 	<= (Out[n]== 1) ? Out[n:1]:Out[n-1:0];
	end
	01: begin
		Out1 	<= A * B;
		AluOut 	<= {Out1[n*2-1:n*2-4],Out1[n*2-9:n+4],Out1[n-4:n],Out1[n-13:0]};
	end
	10: begin
		Out 	<= A & B;
		AluOut 	<= Out;
	end
	11: begin
		Out 	<= ~B; 
		AluOut 	<= Out;
	end
	default : AluOut <= 0;
endcase
end
endmodule
==> /design/flow/run.sh <==
#!/bin/bash
# OpenROAD 26Q1-2900-gdf79404cd8, Yosys 0.63+post, stock flow scripts
make -C /OpenROAD-flow-scripts/flow DESIGN_CONFIG=/design/flow/config.mk WORK_HOME=/design/flow/orfs finish
==> /design/flow/config.mk <==
export PLATFORM = sky130hd
export DESIGN_NAME = ALU
export DESIGN_NICKNAME = ALU
export VERILOG_FILES = /design/flow/design.v
export SDC_FILE = /design/flow/constraint.sdc
export NUM_CORES = 4
export LEC_CHECK = 1
export CORE_UTILIZATION = 30
==> /design/flow/constraint.sdc <==
current_design ALU

set clk_period 3.7
set clk_io_pct 0.2

create_clock -name clk0 -period $clk_period

set non_clock_inputs [all_inputs -no_clocks]
set_input_delay [expr $clk_period * $clk_io_pct] -clock clk0 $non_clock_inputs
set_output_delay [expr $clk_period * $clk_io_pct] -clock clk0 [all_outputs]
==> job_summary.md <==
### Metrics collected by this job

| Metric | Value |
|---|---|
| Post-layout instance area | `10,350 µm²` |
| First-pass GRT wire length | `between 30 and 40 mm` |
| Dpl hpwl | `approximately 17 mm` |
| CP cell instances | `clkdlybuf4s50_1, buf_4, nor2_1, a21oi_1, nor2_1, clkdlybuf4s50_1` |
| Number of enable flip-flop cells | `0` |
| Distinct lib cells | `39` |
| Synth Flop Type | `dlxtp_1` |
| Iteration-0 DRC Markers | `~220` |
| Initial antenna violation count | `0` |
| Post-CTS Resized | `0` |
| Largest net degree at the start of global routing | `35` |
| Via count | `6,917` |
| Final Non-Filler Cells | `1,506` |
| Number of fill cells | `between 3,000 and 4,000` |
| Init Core Util | `0.3058` |
| Number of global-route vias before repair | `between 7,000 and 8,000` |
| Post-CTS setup buffer count | `0` |
| N_diodes | `0` |
| Worst-path fanout max | `34` |
| Final slew viol count | `0` |
| Endpoints left unconstrained | `33` |
| Crit-path max cell delay | `~0.45 ns` |
| Post-Synthesis Cells | `1,087` |
| Cycle use final | `0.7880` |
| Yosys warns | `1` |
| Synth top area share | `0.4109` |
| RSZ-0062 raised after global routing | `no` |
| Port buffer count | `roughly 50` |
| Avg Synthesized Cell Area | `between 8 and 9 µm²` |
| Post-route DRC | `0` |
| RD Place Congestion | `just under 0.9` |
| Tool warnings | `32` |
| Maximum vdd ir drop | `663.7 µV` |
| Netlist Area Pre-Place | `around 9400 µm²` |
| Least-Margin Pin Slew | `approximately 0.87 ns` |
| Worst Hold Class | `primary input to primary output` |
| Final setup viols | `0` |
| Setup TNS | `0 ns` |
| Crit Path Class | `primary input to primary output` |
| Site row count | `64` |
| Fmax | `0.3430 GHz` |
| Layout cells sized above 1 | `0.01712` |
| WL/cell | `14.46 µm` |
| Yosys chip area | `~9400 µm²` |
| Yosys cell count | `~1,100` |
| Critical Path AT | `2.18 ns` |
| Max-cap violation count | `0` |
| Hold depth | `5` |
| CP Launch Type | `primary input` |
| Hold Buf Count CTS | `0` |
| Synth area leader | `fa_1` |
| Pre-antenna DRT Iters | `21` |
| Final hold vios | `0` |
| Die height | `around 180 µm` |
| Yosys reg bits | `33` |
| Die width | `~180 µm` |
| Via-to-Cell Ratio | `4.593` |
| Area Growth Syn to Fin | `10.06%` |
| GRT overflow | `0` |
| GRT Util Overall | `0.1531` |
| Post-synth area hogs | `fa_1, ha_1, inv_1` |
| Hold Worst Slack | `around 2.7 ns` |
| Chip area | `32,060 µm²` |
| IO Pins | `50` |
| Hold Crit Start | `AndNot` |
| Max_slew headroom | `0.4189` |
| Crit path DRT | `2.96 ns` |
| Worst setup EP type | `primary output` |
| Dpl cells | `1,506` |
| Crit path time final | `2.916 ns` |
| Dpl cell area | `slightly above 10,000 µm²` |
| Total wire length | `~22 mm` |
| CP Capture Point | `AluOut[14]` |
| PD cells | `about 700 nW/µm²` |
| Slowest CP cell | `clkdlybuf4s50_1` |
| Leak Pwr | `5.300 nW` |
| Critical Path Start | `AndNot` |
| Status | `finished clean` |
| Antenna Violating Nets Remaining | `0` |
| Register pins left without a clock | `33` |
| Post-synth ARST share | `0` |
| Core box area | `approximately 31,000 µm²` |
state kept, by name, indices dropped and copies added (netlist names):
| name | flops |
|---|---|
| Out | 17 |
| Out1 | 16 |
layer usage:
layer,global-route usage,share of wire,up-vias
met4,0.004944,0.0041,0
met1,0.2214,0.45,3361
li1,-,-,3328
met3,0.04540,0.090,7
met5,0,0,-
met2,0.2452,0.45,221
stage by stage:
| stage | utilization | setup WS, ns | power, mW |
|---|---|---|---|
| final | 0.3365 | 0.7844 | 7.185 |
| after detailed placement | 0.3365 | 0.7935 | 7.277 |
| after global routing | 0.3365 | 0.6133 | 8.381 |
| after CTS | 0.3365 | 0.7890 | 7.341 |
| after global placement | 0.3365 | 0.8187 | 7.257 |
| after floorplan | - | 1.538 | 5.487 |
cell usage in the layout, fill, tap and decap left out, types with 7 or more instances in the layout:
cell / synthesis / final
inv_1: 239 / 239
fa_1: 193 / 193
nand2_1: 148 / 148
ha_1: 116 / 116
and2_1: 108 / 108
nor2_1: 50 / 50
clkdlybuf4s50_1: 0 / 50
a21oi_1: 37 / 37
dlxtp_1: 33 / 33
xnor2_1: 18 / 18
mux2i_1: 15 / 15
buf_4: 0 / 14
o21ai_0: 13 / 13
a21o_1: 12 / 12
xor2_1: 7 / 7
layout make-up:
| class | instances | area (µm²) | area share |
|---|---|---|---|
| Inverter | 239 | 897.1 | 0.08669 |
| Multi-Input combinational cell | 774 | 7855 | 0.7590 |
| Sequential cell | 33 | 495.5 | 0.04788 |
| Tap cell | 396 | 495.5 | 0.04788 |
| Timing Repair Buffer | 64 | 605.6 | 0.05852 |
worst max-delay path, delay by kind of cell:
kind | cells | cell delay (ns)
AND-OR/OR-AND | 1 | 0.14
buffers and inverters | 3 | 1.14
AND/OR/NAND/NOR | 2 | 0.14
logic make-up after synthesis:
family,after synthesis,synth area share
latches,33,0.05270
buf+inv,280,0.1119
xor+xnor,25,0.02329
fa+ha+maj,309,0.5653
mux,15,0.01597
compound gates,89,0.06068
simple gates,336,0.1702
worst min-delay path by stage:
stage,endpoint,slack [ns]
finish,AluOut[15],2.69
global route,AluOut[0],2.76
CTS,AluOut[15],2.69
power by group:
| part | leakage (nW) | internal [mW] | switching [mW] |
|---|---|---|---|
| registers | 0.261 | 0.407 | 0.0650 |
| logic | 5.04 | 2.93 | 3.78 |
| clock network | 0 | 0 | 0 |
synth_stat cells, types with 3 or more instances:
library cell,n
a21o_1,12
nor2_1,50
mux2i_1,15
ha_1,116
or3_1,4
and2_1,108
nor2b_1,5
fa_1,193
a21oi_1,37
o21ai_0,13
and3_1,5
nand3_1,5
o21a_1,4
clkbuf_1,40
nor3_1,4
a211oi_1,3
xnor2_1,18
inv_1,239
dlxtp_1,33
nand2_1,148
a31oi_1,3
xor2_1,7
o211ai_1,3
Power is estimated from default activity; no workload was simulated.
