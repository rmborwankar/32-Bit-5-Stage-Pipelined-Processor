$ cat ./design.v
`timescale 1ns / 1ps
module SCPController (input clk,reset,input [2:0]opCode,input AluZero, output reg en,start,AddMul,AndNot,AcMem,LoadAcc,MemSel,PcSel,Wr,Rd,AcSel,output reg [1:0] WbSel);
always @(posedge clk) begin
if (~reset) en <=1'b1;
else en <= 0;
end
always @(opCode) begin
start = 1'b1;AddMul= 1'b0;AndNot= 1'b0;AcMem = 1'b0;LoadAcc= 1'b0;MemSel= 1'b0;AcSel = 1'b0;WbSel= 2'b00;PcSel= 1'b0;Wr= 1'b0;Rd= 1'b0;
case (opCode)
	3'b000 : begin
		Rd 	= 1'b1;
		AcSel	= 1'b1;
		MemSel	= 1'b1;
		WbSel	= 2'b11;
		AcMem 	= 1'b1;
		LoadAcc	= 1'b1;
		AddMul	= 1'b0;
		AndNot 	= 1'b0;
	end
	3'b001:  begin
		Rd 	= 1'b1;
		AcSel	= 1'b1;
		MemSel	= 1'b1;
		WbSel	= 2'b11;
		AcMem 	= 1'b1;
		LoadAcc	= 1'b1;
		AddMul	= 1'b0;
		AndNot 	= 1'b1;
	end
	3'b010: begin
		Rd 	= 1'b1;
		AcSel	= 1'b1;
		MemSel	= 1'b1;
		WbSel	= 2'b11;
		AcMem 	= 1'b1;
		LoadAcc	= 1'b1;
		AddMul	= 1'b1;
		AndNot 	= 1'b0;
	end
	3'b011: begin
		Rd 	= 1'b1;
		AcSel	= 1'b1;
		MemSel	= 1'b1;
		WbSel	= 2'b11;
		AcMem 	= 1'b1;
		LoadAcc	= 1'b1;
		AddMul	= 1'b1;
		AndNot 	= 1'b1;
	end
	3'b100: begin
		Rd 	= 1'b1;
		MemSel	= 1'b0;
		WbSel 	= 2'b01;
		AcMem 	= 1'b1;
		LoadAcc	= 1'b1;
	end
	3'b101: begin
		Wr 	= 1'b1;
		AcSel	= 1'b0;
		WbSel 	= 2'b00;
		AcMem 	= 1'b0;
	end
	3'b110: PcSel 	= 1'b1;
	3'b111: begin
		if (AluZero) PcSel = 1'b1;
	end
	default: begin
 		start 	= 1'b1;
		AddMul	= 1'b0;
		AndNot	= 1'b0;
		AcMem 	= 1'b0;
		AcSel	= 1'b0;
		LoadAcc	= 1'b0;
		MemSel	= 1'b0;
		WbSel	= 2'b00;
		PcSel	= 1'b0;
		Wr	= 1'b0;
		Rd	= 1'b0;	
	end
endcase
end
endmodule
$ cat ./run.sh
#!/bin/bash
# OpenROAD 26Q1-2900-gdf79404cd8, Yosys 0.63+post, stock flow scripts
make -C /OpenROAD-flow-scripts/flow DESIGN_CONFIG=/design/flow/config.mk WORK_HOME=/design/flow/orfs finish
$ cat ./config.mk
export PLATFORM = sky130hd
export DESIGN_NAME = SCPController
export DESIGN_NICKNAME = SCPController
export VERILOG_FILES = /design/flow/design.v
export SDC_FILE = /design/flow/constraint.sdc
export NUM_CORES = 4
export LEC_CHECK = 1
export CORE_AREA = 10 10 70 70
export DIE_AREA = 0 0 80 80
$ cat ./constraint.sdc
current_design SCPController

set clk_period 1.0
set clk_io_pct 0.2

create_clock -name clk0 -period $clk_period [get_ports {clk}]

set non_clock_inputs [all_inputs -no_clocks]
set_input_delay [expr $clk_period * $clk_io_pct] -clock clk0 $non_clock_inputs
set_output_delay [expr $clk_period * $clk_io_pct] -clock clk0 [all_outputs]
==> Slide: Implementation Results <==
Synthesis and Place & Route Summary

Worst setup path
  – Startpoint types: primary input
  – CP Capture Type: output port
  – CP Data Required Time: 0.80 ns
  – Slowest cell on crit path: dlygate4sd2_1
  – Max incr delay on CP: 0.24 ns
  – Worst EP arrival: 0.76 ns
  – Worst path cell trace: buf_2 > and2b_2 > dlygate4sd2_1
  – Worst-path fanout max: 5
  – WS Path Type: primary input to output port

Timing
  – Final setup margin: 0.0424 ns
  – Fmax: 1040 MHz
  – Setup TNS: 0 ns
  – RSZ-0062 raised after global routing: false
  – Fin crit share: 95.8%
  – Final setup vio count: 0
  – Fin. Hold Viols: 0
  – Min Clock Period, post-route: 0.958 ns
  – WHS: 0.675 ns
  – Slew Viols, Final: 0

Route
  – Detailed Route Iter0 Violations: 0
  – Vias per inst: 2.10
  – Drt pass-1 iters: 1
  – Via count: 166
  – Remaining DRCs: 0
  – Total Routed Length: 518 um
  – Antenna cells: 0
  – DRT antenna net count: 0
  – Routed WL per cell: 6.56 um

Floorplanning
  – Chip width: 80 um
  – Row cnt: 21
  – Initial core utilization: 3.44%
  – Core Box Area: 3420 um^2
  – Die area: 6400 um^2
  – # IOs: 19
  – Die Y: 80 um

Place
  – DP Wirelength: 448 um
  – Count of input and output buffers: 17
  – Placed Area: 330 um^2
  – Post-place setup slack: -0.726 ns
  – Final Wtd Congestion: 0.756
  – Placed cells: 78

Logic synthesis
  – Top cell type's share of synthesized area: 25.5%
  – Cell type with the largest total area: buf_4
  – Unique cell types: 10
  – Top cells by area: buf_4 26%, dfxtp_1 17%, and2b_2 15%, nor3b_2 11%, inv_1 9.6%
  – Avg Cell Area, Syn: 6.92 um^2
  – Mapped Cells: 17
  – Synth warn: 1
  – Yosys chip area: 118 um^2
  – Ys cells: 17
  – Mapped cell area: 118 um^2
  – Post-synth seq share: 17.0%
  – Ys flops: 1

Layout
  – Share of layout cells above drive strength 1: 48.5%
  – Growth of design area from synthesis to finish: 171%
  – Top flop regs: en x1
  – Utilization after layout: 9.34%
  – Finished Layout Cells: 79
  – Max reg flops: 1
  – Largest register by flop count: en
  – Final instance area: 319 um^2
  – Most frequent cells in the layout: 9 x dlygate4sd2_1, 4 x buf_4, 4 x buf_2
  – Most frequent logic cell in the layout: dlygate4sd2_1

Power and ir drop
  – Overall power: 125 uW
  – PwrDens: 393 nW/um^2
  – Lkg Pwr: 0.150 nW
  – Worst vdd ir: 0.0461 mV

GRT
  – GR met2 Demand/Resource: 2.41%
  – Largest net degree at the start of global routing: 8
  – GRT met1 Usage: 1.92%
  – All-Layer GR Usage: 1.41%
  – Gr busiest metal: met2
  – GR met3 Demand/Resource: 0.227%
  – Initial antenna violation count: 0
  – Total grt overflow: 0
  – Global-route wire length before repair: 752 um
  – Vias in the first global route: 160

Job
  – Tool warnings: 28
  – Max-cap check violation count: 0

Clocking
  – Clock slew at reported path FFs: 0 ns
  – Hold_buf cts: 0

Min path
  – Hold WC Path Type: primary input to register

Outcome
  – Status: finished, final reports clean
## cell usage after synthesis (all sizes together)
library cell,number
buf,4
inv,4
and2b,2
o21ai,2
a21oi,1
conb,1
dfxtp,1
nand2,1
nor3b,1
## critical path, delay by kind of cell
kind | cells | cell delay (ns)
buf+inv | 2 | 0.37
simple gates | 1 | 0.19
## power by group
part	internal (mW)	switching, mW
logic	0.0563	0.0259
clock network	0	0
registers	0.0429	0.000458
## path summary, 6_finish.rpt
| kind | from | end | cells past startpoint |
|---|---|---|---|
| setup / recovery | opCode[1] | AddMul | 3 |
| hold / removal | reset | en$_DFF_P_ | 2 |
## what timing repair did
| action | CTS | global route |
|---|---|---|
| endpoints found under the hold margin | 0 | 0 |
| setup buffers | 2 | 0 |
| pin swaps | 2 | 1 |
| gates resized | 39 | 0 |
| setup endpoints to repair | 11 | 2 |
## layout make-up
class / instances / area [um^2]
fillers: 408 / 3100
inverters: 4 / 17.5
multi-input cells: 8 / 60.1
flip-flops and latches: 1 / 20.0
well taps: 46 / 57.6
repair buffers: 20 / 164
## per-layer routing
| metal | wire length [um] | up-vias |
|---|---|---|
| li1 | - | 80 |
| met3 | 92 | 0 |
| met2 | 192 | 14 |
| met5 | 0 | - |
| met4 | 0 | 0 |
| met1 | 233 | 72 |
## kinds of logic after synthesis
kind of cell / Yosys count / synth area share (%)
buffers and inverters: 8 / 38.3
and+or+nand+nor: 4 / 28.7
DFF: 1 / 17.0
AOI/OAI and AO/OA: 3 / 12.8
other: 1 / 3.19
Power figures rest on the tool's default switching activity, not on a simulated workload.
